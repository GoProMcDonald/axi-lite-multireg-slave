==> design/flow/design.v <==
module axi_lite_slave_regs #(
    parameter REG_NUM = 4
) (
    input  logic         clk,
    input  logic         rst_n,
    input  logic [31:0]  awaddr,
    input  logic         awvalid,
    output logic         awready,
    input  logic [31:0]  wdata,
    input  logic [3:0]   wstrb,
    input  logic         wvalid,
    output logic         wready,
    output logic [1:0]   bresp,
    output logic         bvalid,
    input  logic         bready,
    input  logic [31:0]  araddr,
    input  logic         arvalid,
    output logic         arready,
    output logic [31:0]  rdata,
    output logic [1:0]   rresp,
    output logic         rvalid,
    input  logic         rready
);
    logic [31:0] regfile [REG_NUM]; 
    logic [1:0] awaddr_sel, araddr_sel; 
    assign awaddr_sel = awaddr[3:2]; 
    assign araddr_sel = araddr[3:2]; 
    always_ff @(posedge clk or negedge rst_n) begin
        if (!rst_n) awready <= 0; 
        else if (!awready && awvalid) awready <= 1; 
        else awready <= 0; 
    end
    always_ff @(posedge clk or negedge rst_n) begin
        if (!rst_n) wready <= 0;
        else if (!wready && wvalid) wready <= 1; 
        else wready <= 0; 
    end
    always_ff @(posedge clk or negedge rst_n) begin
        if (!rst_n) begin
            for (int i=0; i<REG_NUM; i++) regfile[i] <= 0; 
            bvalid <= 0; 
            bresp  <= 2'b00; 
        end else if (awvalid && awready && wvalid && wready) begin 
            if (awaddr_sel < REG_NUM) begin 
                if (wstrb[0]) regfile[awaddr_sel][7:0]   <= wdata[7:0]; 
                if (wstrb[1]) regfile[awaddr_sel][15:8]  <= wdata[15:8]; 
                if (wstrb[2]) regfile[awaddr_sel][23:16] <= wdata[23:16]; 
                if (wstrb[3]) regfile[awaddr_sel][31:24] <= wdata[31:24]; 
                bresp <= 2'b00;  
            end else begin
                bresp <= 2'b10;  
            end
            bvalid <= 1;
        end else if (bvalid && bready) bvalid <= 0;
    end
    always_ff @(posedge clk or negedge rst_n) begin
        if (!rst_n) arready <= 0;
        else if (!arready && arvalid) arready <= 1; 
        else arready <= 0;
    end
    always_ff @(posedge clk or negedge rst_n) begin
        if (!rst_n) begin
            rdata  <= 0;
            rresp  <= 0;
            rvalid <= 0;
        end else if (arready && arvalid) begin 
            if (araddr_sel < REG_NUM) begin
                rdata <= regfile[araddr_sel]; 
                rresp <= 2'b00;  
            end else begin
                rdata <= 32'hDEAD_BEEF; 
                rresp <= 2'b10;  
            end
            rvalid <= 1; 
        end else if (rvalid && rready) rvalid <= 0;
    end
endmodule
==> design/flow/run.sh <==
#!/bin/bash
# OpenROAD 26Q1-2900-gdf79404cd8, Yosys 0.63+post, stock flow scripts
make -C /OpenROAD-flow-scripts/flow DESIGN_CONFIG=/design/flow/config.mk WORK_HOME=/design/flow/orfs finish
==> design/flow/config.mk <==
export PLATFORM = sky130hd
export DESIGN_NAME = axi_lite_slave_regs
export DESIGN_NICKNAME = axi_lite_slave_regs
export VERILOG_FILES = /design/flow/design.v
export SDC_FILE = /design/flow/constraint.sdc
export NUM_CORES = 4
export LEC_CHECK = 1
export CORE_UTILIZATION = 50
==> design/flow/constraint.sdc <==
current_design axi_lite_slave_regs

set clk_period 4.2
set clk_io_pct 0.2

create_clock -name clk0 -period $clk_period [get_ports {clk}]

set non_clock_inputs [all_inputs -no_clocks]
set_input_delay [expr $clk_period * $clk_io_pct] -clock clk0 $non_clock_inputs
set_output_delay [expr $clk_period * $clk_io_pct] -clock clk0 [all_outputs]
==> flow.log <==
[flow] summary of implementation run
[metrics] final hold violations: 0
[metrics] Post-synth top flop: dfrtp_1
[metrics] Seq cells post-synth: 165
[metrics] flip-flops with a built-in enable: 0
[metrics] core utilization before placement: 51.6%
[metrics] slew at the pin closest to its max-slew limit: 0.697 ns
[metrics] worst slack, placed: 1.40 ns
[metrics] TritonCTS clock tree: done
[metrics] max-slew headroom at the worst pin: 53.5%
[metrics] GRT Residual Overflow: 0
[metrics] peak supply drop: 0.000317 V
[metrics] Root Buffer Master: clkbuf_16
[metrics] number of gates resized after CTS: 0
[metrics] arrival time at the worst endpoint: 2.65 ns
[metrics] Wirelength per Cell: 19.2 um
[metrics] post-detailed-route count of antenna-violating nets: 0
[metrics] post-route cell area: 8740 um^2
[metrics] cell with the largest stage delay on the worst path: and4_1
[metrics] via density per instance: 5.58
[metrics] max-cap violations: 0
[metrics] DR iter-0 viols: 160
[metrics] Clock Tree Buf Depth: 2
[metrics] amount of wire on met2 after detailed routing: 6810 um
[metrics] weighted congestion at the end of routability-driven global placement: 0.735
[metrics] maximum fanout encountered on the critical timing path: 17
[metrics] sequential area share after synthesis: 57.2%
[metrics] number of H-tree levels: 4
[metrics] portion of the clock cycle consumed by the worst path in the final layout: 56.1%
[metrics] fraction of registers with async set or reset after synthesis: 100%
[metrics] reported leakage power: 4.16 nW
[metrics] maximum achievable frequency: 424 MHz
[metrics] Period minus WS final: 2.36 ns
[metrics] share of cells above drive strength 1: 30.7%
[metrics] number of buffers added by the clock tree synthesis step: 17
[metrics] Crit. End Element: flip-flop
[metrics] total global routing track utilization: 22.1%
[metrics] count of placed standard cells in the final layout, fillers left out: 756
[metrics] mean instance size in the synthesized netlist: 14.8 um^2
[metrics] drt pass-1 iters: 4
[metrics] clock transition at the registers of the reported paths: 0.06 ns
[metrics] ranking of synthesized cells by area: dfrtp_1 57%, mux2_2 14%, mux2i_1 8.9%
[metrics] largest incremental delay on the critical path: 0.56 ns
[metrics] vias in the first global route: 4433
[metrics] placed cell count: 724
[metrics] number of vias after detailed routing: 4218
[metrics] total inserted antenna cells: 0
[metrics] RSZ-0062 raised after global routing: false
[metrics] total cells reported by yosys after synthesis: 487
[metrics] worst setup skew after layout: 0.00826 ns
[metrics] Crit path buffers/inverters: 1
[metrics] largest net degree at the start of global routing: 97
[metrics] library cell occupying the most area in the post-synthesis netlist: dfrtp_1
[metrics] count of tool warnings: 86
[metrics] critical setup path kind: in2reg
[metrics] Worst Path Required: 4.50 ns
[metrics] most frequent cell after synthesis: dfrtp_1
[metrics] cell area after technology mapping: 7220 um^2
[metrics] quantity of I/O buffers inserted on ports: 83
[metrics] summed negative setup slack over all endpoints: 0 ns
[metrics] post-cts hold buffer count: 0
[metrics] list of most frequent post-synthesis cells: 165 x dfrtp_1, 88 x mux2_2, 64 x mux2i_1, 40 x mux2_4, 33 x nand2_1
[metrics] placed cell areas: 8120 um^2
[metrics] Die Span Y: 122 um
[metrics] tally of unique sky130hd cells used after synthesis: 24
[metrics] number of antenna violations at the first check in global routing: 0
[metrics] number of max-slew violations in the final report: 0
[metrics] YS warnings: 2
[metrics] type of the worst min-delay path: in2async
[metrics] detailed-routing wirelength on met1: 6810 um
[metrics] Remaining DRCs: 0
[metrics] number of buffers inserted to repair setup after CTS: 0
[metrics] final worst setup slack: 1.84 ns
[metrics] Syn-to-layout area delta: 21.2%
[metrics] status: finished, final reports clean
[metrics] post-DP HPWL: 8570 um
[metrics] I/O pin total: 148
[metrics] latest clock arrival within the worst-skew pair: 0.42 ns
[metrics] CP delay by family, top: simple AND/OR/NAND/NOR gates
[metrics] final setup vio count: 0
[metrics] x dimension of the die: 122 um
[metrics] final total power: 0.00379 W
[metrics] category of the worst setup path launch point: primary input
[metrics] Chip Area: 14900 um^2
[metrics] routed wl met3: 751 um
[metrics] PD cells: 434 nW/um^2
[metrics] count of standard-cell rows: 43
[metrics] uppermost signal routing layer after detailed routing: met4
[metrics] area of the core: 14000 um^2
[metrics] critical path, cell by cell: clkdlybuf4s50_1 > and4_4 > and4_1 > mux2_2
[metrics] TritonCTS Sinks: 165
[metrics] count of mapped cells out of synthesis: 487
[metrics] drt total wl: 14500 um
[metrics] wire length of the first global-routing pass: 23800 um
[metrics] Fillers: 1064
[metrics] Yosys Chip Area: 7220 um^2
[metrics] Synth top area share: 57.2%
[area by class of cell]
cell class	instances	area (um^2)	area share [%]
clock buffer	24	502	5.74
clock inverter	8	120	1.37
inverter	2	7.51	0.0859
multi-input combinational	288	2870	32.9
sequential	165	4130	47.2
tap	180	225	2.58
timing repair buffer	89	887	10.1
[worst register-to-register path, delay by kind of cell (launching register included)]
family	cells	cell delay [ns]
AND/OR/NAND/NOR	2	0.95
flip-flops	1	0.36
multiplexers	1	0.40
[kinds of logic (layout without fill, tap and decap cells)]
logic type,Yosys count,count (layout),share of synthesized area [%]
multiplexers,192,192,30.9
AND/OR/NAND/NOR,58,58,4.61
flip-flops,165,165,57.2
AND-OR/OR-AND,34,34,4.06
other,1,4,0.0520
buffers and inverters,37,123,3.12
[power breakdown]
part           switching, W  leakage, nW  internal [W]  total, W
combinational      0.000150         1.61      0.000243  0.000393
clock              0.000596        0.302       0.00101   0.00161
sequential        0.0000697         2.25       0.00172   0.00179
total              0.000816         4.16       0.00298   0.00379
[per-layer routing]
metal / GRT usage, % / vias to the layer above
li1: - / 1934
met1: 34.6 / 2183
met4: 2.36 / 0
met3: 6.39 / 9
met5: 0 / -
met2: 33.4 / 92
[layout by cell type (no fill, tap or decap), types with 2 or more instances in the layout]
cell type and count:
and3_1 3, and3_4 5, and4_1 4, buf_4 6
bufinv_16 3, clkbuf_1 2, clkbuf_16 17, clkbuf_8 5
clkdlybuf4s50_1 81, clkinv_2 3, clkinvlp_4 2, conb_1 4
dfrtp_1 165, inv_1 2, mux2_2 88, mux2_4 40
mux2i_1 64, nand2_1 33, nand3_2 4, nor2b_1 4
o221ai_1 32
[sequential cells by signal, summed over array words and instances, names as in the netlist]
| name | flops |
|---|---|
| bvalid | 1 |
| awready | 1 |
| rdata | 32 |
| regfile | 128 |
| arready | 1 |
| rvalid | 1 |
| wready | 1 |
[metrics by stage]
step | hold WS [ns] | util [%]
global placement | 0.443 | 58.1
CTS | 0.442 | 62.5
floorplan | 0.402 | -
finish | 0.411 | 62.5
detailed placement | 0.443 | 58.1
global route | 0.464 | 62.5
[path summary, 6_finish.rpt]
| path | endpoint | from | cells past startpoint | slack [ns] |
|---|---|---|---|---|
| max in group asynchronous | rdata[29]$_DFFE_PN0P_ | rst_n | 2 | 2.83 |
| setup / recovery | regfile[3][5]$_DFFE_PN0P_ | wvalid | 4 | 1.84 |
| min in group clk0 | awready$_DFF_PN0_ | awready$_DFF_PN0_ | 1 | 0.45 |
| hold / removal | regfile[2][13]$_DFFE_PN0P_ | rst_n | 1 | 0.41 |
| setup reg to reg | regfile[3][5]$_DFFE_PN0P_ | wready$_DFF_PN0_ | 3 | 2.37 |
| hold reg to reg | awready$_DFF_PN0_ | awready$_DFF_PN0_ | 1 | 0.45 |
Power figures rest on the tool's default switching activity, not on a simulated workload.
